[config.mk]
export PLATFORM = sky130hd
export DESIGN_NAME = top
export DESIGN_NICKNAME = top
export VERILOG_FILES = /design/flow/design.v
export SDC_FILE = /design/flow/constraint.sdc
export NUM_CORES = 4
export LEC_CHECK = 1
export CORE_AREA = 10 10 98 98
export DIE_AREA = 0 0 108 108
[constraint.sdc]
current_design top

set clk_period 4.3
set clk_io_pct 0.2

create_clock -name clk0 -period $clk_period [get_ports {pix_clk}]

set non_clock_inputs [all_inputs -no_clocks]
set_input_delay [expr $clk_period * $clk_io_pct] -clock clk0 $non_clock_inputs
set_output_delay [expr $clk_period * $clk_io_pct] -clock clk0 [all_outputs]
[design.v]
module pixel_counters (
    input wire        pixel_clk,      
    input wire        rst_n,          
    input wire [11:0] h_total,        
    input wire [11:0] v_total,        
    output reg [11:0] h_count,        
    output reg [11:0] v_count,        
    output reg        frame_start     
);
always @(posedge pixel_clk or negedge rst_n) begin
    if (!rst_n) begin
        h_count <= 12'd0;
        v_count <= 12'd0;
        frame_start <= 1'b0;
    end else begin
        if (h_count >= h_total - 1) begin
            h_count <= 12'd0;
            if (v_count >= v_total - 1) begin
                v_count <= 12'd0;
                frame_start <= ~frame_start;   
            end else begin
                v_count <= v_count + 1;
            end
        end else begin
            h_count <= h_count + 1;
        end
    end
end
endmodule
module top (
    input wire        pix_clk,
    input wire        hdmi4_rst_n,
    output wire [11:0] h_count_in,     
    output wire [11:0] v_count_in,     
    output wire        frame_start     
);
pixel_counters timing_gen (
    .pixel_clk(pix_clk),
    .rst_n(hdmi4_rst_n),
    .h_total(12'd1650),     
    .v_total(12'd750),
    .h_count(h_count_in),
    .v_count(v_count_in),
    .frame_start(frame_start)
);
endmodule
[run.sh]
#!/bin/bash
# OpenROAD 26Q1-2900-gdf79404cd8, Yosys 0.63+post, stock flow scripts
make -C /OpenROAD-flow-scripts/flow DESIGN_CONFIG=/design/flow/config.mk WORK_HOME=/design/flow/orfs finish
==> out/qor.yml <==
timing:
  final_sum_of_negative_setup_slack_ns: 0
  final_min_period_over_clock_period_pct: 50.1
  timing.hold.ws_ns: 0.494
  max-slew-margin-rel_pct: 52.7
  timing.final.setup_violations: 0
  clock-skew-final_ns: 0.00840
  final.min_clock_period_ns: 2.15
  timing.final.max_slew_violations: 0
  rsz_0062_raised_after_global_routing: "no"
  maximum_frequency_from_static_timing_analysis_mhz: 464
  max_slew.worst_pin.slew_ns: 0.708
  post-route-worst-setup-slack_ns: 2.15
  hold_viol: 0
synth:
  synth.area.mux_share_pct: 0
  post_synth_ao_oa_area_fraction_pct: 15.4
  synth.ff_latch_count: 25
  edf_count: 0
  yosys-top-cells-area: "sky130_fd_sc_hd__dfrtp_1 (47%), sky130_fd_sc_hd__o311ai_2 (8.5%), sky130_fd_sc_hd__nand3_1 (6.4%)"
  synth.yosys.num_cells: 124
  syn-mean-instance-area_um2: 10.8
  ys_chip_area_um2: 1340
  synth_sequential_area_ratio_pct: 46.8
  synth_xor_xnor_area_share_pct: 5.89
  synth.largest_area_cell: "sky130_fd_sc_hd__dfrtp_1"
  netlist_instances: 124
  synth_logic_family: "simple AND/OR/NAND/NOR gates"
  postSynth.asyncResetShare_pct: 100
  synth.cellmix.adderShare_pct: 5.61
  yosys.cell_types.count: 30
  synth-simple-area-share_pct: 23.2
  synthesis.area_um2: 1340
  yosysMostFrequentCell: "sky130_fd_sc_hd__dfrtp_1"
  yosysWarnings: 1
  dominantRegCellSynth: "sky130_fd_sc_hd__dfrtp_1"
  synth.cells.most_frequent: "sky130_fd_sc_hd__dfrtp_1 (25), sky130_fd_sc_hd__nand3_1 (17), sky130_fd_sc_hd__nor2_1 (15), sky130_fd_sc_hd__nand2_1 (12), sky130_fd_sc_hd__o311ai_2 (7)"
  synth.top_cell.area_share_pct: 46.8
pwr:
  design_power_total_uw: 809
  max_rail_drop_vdd_mv: 0.131
  p_per_area_nw_per_um2: 460
  power.static_leakage_nw: 0.716
flow_run:
  drv_cap: 0
  warnings: 29
clocking:
  clock-sinks: 25
  cts_setup_buffers: 0
  cts_made_buffers: 3
  clkLatencyLatePin_ns: 0.27
  clock_tree_from_tritoncts: "done"
  cts.repair.resized: 0
  clock_transition_time_at_the_flip_flop_clock_pins_of_the_worst_setup_and_hold_paths_ns: 0.09
  cts_max_level: 1
  cts.root.buffer_cell: "sky130_fd_sc_hd__clkbuf_8"
  ctsHoldBuffers: 0
  cts-root-to-sink-buffers: 2
die:
  top_level_ports: 27
  dieWidth_um: 108
  num_rows: 32
  fp.coreArea_um2: 7650
  dieArea_um2: 11700
  initial_standard_cell_utilization_of_the_core_pct: 17.5
  fp.dieH_um: 108
critical_path:
  worst_path_largest_cell_delay_ns: 0.53
  cp.arrival_ns: 1.29
  worst-path-buf-inv: 1
  setup.worst_path.end_class: "output port"
  critPathMaxFanout: 8
  cpMaxStageDelayCell: "sky130_fd_sc_hd__clkdlybuf4s50_1"
  worst_path_dominant_cell_family: "buffers and inverters"
  worstSetupStartpointType: "register"
  crit_required_ns: 3.44
  series_of_cell_instances_along_the_critical_path: "clkdlybuf4s50_1"
  critPathKind: "register to output port"
finish:
  relative_area_change_from_synthesis_to_final_layout_pct: 31.6
  post_route_cells_drive_above_1_share_pct: 13.1
routing:
  route.vias.total: 1000
  via_per_inst: 3.92
  first_pass_iters: 2
  dr.first_iter.drc_count: 34
  drc_errors: 0
  drt.antenna.violating_nets: 0
  wl_per_cell_um: 12.0
  diodes: 0
  route.final.wire_length_mm: 3.06
grt:
  grt_first_pass_wirelength_mm: 5.07
  first_global_vias: 957
  grt-ovfl-total: 0
  antenna_found_initial: 0
  largest_net_degree_at_the_start_of_global_routing: 26
  gr_usage_total_pct: 5.26
placement:
  io_buffers: 26
  gpl.final_weighted_congestion: 0.811
  place_worst_setup_slack_ns: 2.15
  place.detailed.hpwl_mm: 2.29
run_status:
  outcome: "complete, no violations"
min_path:
  hold_path.class: "register to register"
## layout by cell type, fill, tap and decap left out, types with 3 or more instances in the layout
cell type                         count
sky130_fd_sc_hd__nand3_1             17
sky130_fd_sc_hd__nor2_1              15
sky130_fd_sc_hd__o311ai_2             7
sky130_fd_sc_hd__xor2_1               6
sky130_fd_sc_hd__nand2_1             12
sky130_fd_sc_hd__xnor2_1              3
sky130_fd_sc_hd__clkdlybuf4s50_1     26
sky130_fd_sc_hd__inv_1                5
sky130_fd_sc_hd__clkbuf_8             3
sky130_fd_sc_hd__and2_1               4
sky130_fd_sc_hd__dfrtp_1             25
sky130_fd_sc_hd__ha_1                 6
## metal layers
| layer | track usage [%] | vias to the layer above | share of wire (%) |
|---|---|---|---|
| li1 | - | 496 | - |
| met1 | 6.62 | 494 | 41 |
| met2 | 9.14 | 8 | 53 |
| met3 | 1.14 | 2 | 3.8 |
| met4 | 0.954 | 0 | 1.5 |
| met5 | 0 | - | 0 |
## logic make-up after synthesis
group                    count (synthesis)
AND-OR/OR-AND                           16
XOR/XNOR                                 9
adder cells (fa/ha/maj)                  6
buffers and inverters                    7
flip-flops                              25
other                                    1
AND/OR/NAND/NOR                         60
## worst reg2reg max path, delay by kind of cell (launching register included)
family	cells	cell delay, ns
AOI/OAI and AO/OA	1	0.64
and+or+nand+nor	3	0.50
DFF	1	0.48
adders and majority gates	1	0.25
xor gates and xnor gates	1	0.17
## cell type report
| cell class | instances | area [um^2] |
|---|---|---|
| multi-input cells | 92 | 674 |
| well taps | 102 | 128 |
| repair buffers | 27 | 268 |
| flip-flops and latches | 25 | 626 |
| fillers | 810 | 5890 |
| inverters | 5 | 18.8 |
| clock buffers | 3 | 41.3 |
| clock inverters | 1 | 5.00 |
## through the flow
| step | std cells | utilization [%] | instance area [um^2] |
|---|---|---|---|
| after CTS | 255 | 23.0 | 1760 |
| after global placement | 251 | 22.4 | 1710 |
| after global routing | 255 | 23.0 | 1760 |
| after floorplan | 124 | - | 1340 |
| final | 255 | 23.0 | 1760 |
| after detailed placement | 251 | 22.4 | 1710 |
## state kept, by name (all words and copies together) (netlist names)
register,count
timing_gen.h_count,12
timing_gen.frame_start,1
timing_gen.v_count,12
## final timing paths
check / from / end / slack (ns) / depth (start not counted)
max: timing_gen.h_count[0] / h_count_in[0] / 2.15 / 1
min: timing_gen.frame_start / timing_gen.frame_start / 0.49 / 1
max reg2reg: timing_gen.h_count[0] / timing_gen.frame_start / 2.15 / 6
min reg2reg: timing_gen.frame_start / timing_gen.frame_start / 0.49 / 1
max in group asynchronous: hdmi4_rst_n / timing_gen.v_count[11] / 3.09 / 2
min in group asynchronous: hdmi4_rst_n / timing_gen.frame_start / 0.96 / 2
## report_power, final
part           internal, mW  leakage, nW  total (mW)  switching (mW)
sequential            0.281        0.312       0.358          0.0769
clock                0.0647       0.0255       0.138          0.0734
combinational         0.175        0.378       0.313           0.138
total                 0.520        0.716       0.809           0.289
Power figures rest on the tool's default switching activity, not on a simulated workload.
